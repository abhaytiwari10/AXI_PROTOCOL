==> flow/design.v <==
`timescale 1ns / 1ps
module AXI_MASTER(
input clk,
input  reset_n,
input wr_en,
input rd_en,
input b_valid,
input b_response,
input wa_ready,
input wd_ready,
input [2:0]addr_in,
input ra_ready,
input rd_valid,
input [3:0] rdata_in,
input [3:0] wdata_in,
output  wa_valid,
output  [2:0] wa_addr,
output  [3:0] wd_data,
output  wd_valid,
output  wd_strb,
output  b_ready,
output  b_error,
output  ra_valid,
output  [2:0] ra_addr,
output rd_ready,
output rd_response,
output [3:0]rd_data
 );
 logic axi_wa_valid;
 logic [2:0]axi_wa_addr;
 logic [3:0] axi_wd_data;
 logic axi_wd_valid;
 logic axi_wd_strb;
 logic axi_b_ready;
 logic axi_b_error;
 logic axi_ra_valid;
 logic [2:0]axi_ra_addr;
 logic axi_rd_ready;
 logic axi_rd_response;
 logic [3:0] axi_rd_data;
 assign wa_valid = axi_wa_valid;
 assign wa_addr = axi_wa_addr;
 assign wd_data = axi_wd_data;
 assign wd_valid = axi_wd_valid;
 assign wd_strb = axi_wd_strb;
 assign b_ready = axi_b_ready;
 assign b_error = axi_b_error;
 assign ra_valid = axi_ra_valid;
 assign ra_addr = axi_ra_addr;
 assign rd_ready = axi_rd_ready;
 assign rd_response = axi_rd_response;
 assign rd_data = axi_rd_data;
 always_ff @(posedge clk,negedge reset_n)
 begin:Write_Address_Channel
 if(!reset_n)
 begin
 axi_wa_addr <= 'b0;
 axi_wa_valid <= 'b0;
 end
 else
 begin
 if(wr_en)
 begin
 axi_wa_addr <= addr_in;
 axi_wa_valid <= 1'b1;
 end 
 else if(axi_wa_valid && wa_ready)
 begin
 axi_wa_valid <= 1'b0;
 axi_wa_addr <= addr_in;
 end
 else
 axi_wa_valid <= 1'b0;
 end
 end:Write_Address_Channel
  always_ff @(posedge clk,negedge reset_n)
 begin:Write_Data_Channel
 if(!reset_n)
 begin
 axi_wd_data <= 'b0;
 axi_wd_valid <= 'b0;
 axi_wd_strb <= 'b0;
 end
 else
 begin
 if(wr_en)
 begin
 axi_wd_data <= wdata_in;
 axi_wd_valid <= 1'b1;
 axi_wd_strb <= 1'b1;
 end 
 if(axi_wd_valid && wd_ready)
 axi_wd_valid <= 1'b0;
 axi_wd_strb <= 1'b0;
 end
 end:Write_Data_Channel
  always_ff @(posedge clk)
 begin:Write_Response_Channel
 if(!reset_n)
 begin
 axi_b_ready <= 'b0;
 axi_b_error<= 'b0;
 end
 else
 axi_b_ready <= 'b1;
 begin
 if(b_valid && axi_b_ready)
 begin
 if(b_response)
 axi_b_error <= 'b1;
 else
 axi_b_error <= 'b0;
 end
 end
 end:Write_Response_Channel
  always_ff @(posedge clk,negedge reset_n)
 begin:Read_Address_Channel
 if(!reset_n)
 begin
 axi_ra_addr <= 'b0;
 axi_ra_valid <= 'b0;
 end
 else
 begin
 if(rd_en)
 begin
 axi_ra_addr <= addr_in;
 axi_ra_valid <= 1'b1;
 end 
 else if(axi_ra_valid && ra_ready)
 begin
 axi_ra_valid <= 1'b0;
 axi_ra_addr <= addr_in;
 end
 else
 axi_ra_valid <= 1'b0;
 end
 end:Read_Address_Channel
 always_ff @(posedge clk,negedge reset_n)
 begin:Read_Data_Channel
 if(!reset_n)
 begin
 axi_rd_data <= 'b0;
 axi_rd_ready <= 'b0;
 axi_rd_response <= 'b0;
 end
 else
 begin
 if(rd_en)
 begin
 axi_rd_ready <= 'b1;
 axi_rd_data <= rdata_in;
 if(rd_valid && axi_rd_ready)
 axi_rd_response <='b1;
 else 
 axi_rd_response <= 'b0;
 end
 else
 begin
 axi_rd_ready <='b0;
 axi_rd_data <= axi_rd_data;
 end
 end
 end:Read_Data_Channel
endmodule
==> flow/run.sh <==
#!/bin/bash
# OpenROAD 26Q1-2900-gdf79404cd8, Yosys 0.63+post, stock flow scripts
make -C /OpenROAD-flow-scripts/flow DESIGN_CONFIG=/design/flow/config.mk WORK_HOME=/design/flow/orfs finish
==> flow/config.mk <==
export PLATFORM = sky130hd
export DESIGN_NAME = AXI_MASTER
export DESIGN_NICKNAME = AXI_MASTER
export VERILOG_FILES = /design/flow/design.v
export SDC_FILE = /design/flow/constraint.sdc
export NUM_CORES = 4
export LEC_CHECK = 1
export CORE_AREA = 10 10 83 83
export DIE_AREA = 0 0 93 93
==> flow/constraint.sdc <==
current_design AXI_MASTER

set clk_period 2.2
set clk_io_pct 0.2

create_clock -name clk0 -period $clk_period [get_ports {clk}]

set non_clock_inputs [all_inputs -no_clocks]
set_input_delay [expr $clk_period * $clk_io_pct] -clock clk0 $non_clock_inputs
set_output_delay [expr $clk_period * $clk_io_pct] -clock clk0 [all_outputs]
==> deck_impl_summary.md <==
Implementation Results

Setup path
  – Crit path max-delay family: buffers and inverters
  – Buffers & Inverters on Critical Path: 1
  – CP Max Fanout: 4
  – CP Class: reg -> out
  – Crit path largest cell delay: 0.50 ns
  – Crit path launch type: flip-flop
  – CP arrival: 1.19 ns
  – Crit end category: primary output
  – WP data required: 1.76 ns
  – CP Cell Sequence: clkdlybuf4s50_1
  – Crit-path slowest cell: clkdlybuf4s50_1

Clocking
  – Clock root cell: clkbuf_8
  – CTS Sinks: 20
  – CTS tree: yes
  – Post-CTS setup buffers: 0
  – Late-Pin Clk Latency: 0.25 ns
  – Hold Buf Count CTS: 0
  – Total CTS buffers: 3
  – Bufs on Longest Clock Path: 2
  – Clk slew on worst S/H paths: 0.08 ns
  – H-tree levels: 1
  – Post_cts resized: 0

Die
  – Fp util: 14.6%
  – Core Region: 5140 sq um
  – Ports: 43
  – Die height: 93 um
  – Num rows: 26
  – Width of the die: 93 um
  – Die area: 8650 sq um

Final timing
  – Max Slew Vio Count: 0
  – Final TNS setup: 0 ns
  – Endpoints failing setup: 0
  – Final min period: 1.63 ns
  – Final Skew: 0.00582 ns
  – Unrepaired setup endpoints after global routing: no
  – Setup ws final: 0.566 ns
  – Final period util: 74.3%
  – Final hold vios: 0
  – Max frequency: 612 MHz

Synth
  – Synthesized cell area: 751 sq um
  – Top cells by count: dfrtp_1 (18), mux2_2 (11), buf_4 (3), mux2_1 (3)
  – Synth Seq Share: 66.7%
  – Most frequent cell after synthesis: dfrtp_1
  – Largest area contributor in the netlist: dfrtp_1
  – Yosys warnings: 1
  – Post-synth EDFFs: 1
  – Async S/R FF share, synth: 90.0%
  – Flops after synth: 20
  – Post-synth top flop: dfrtp_1
  – Unique cell types: 15
  – Gate Count Post-Synth: 48
  – Top cells by area: dfrtp_1 (60%), mux2_2 (16%), mux2_1 (4.5%)
  – Yosys Chip Area: 751 sq um
  – # Cells Yosys: 48
  – Synth Area per Inst: 15.6 sq um
  – Top cell type's share of synthesized area: 60.0%

Layout
  – Syn-to-layout area delta: 73.8%
  – Layout cells sized above 1: 19.8%
  – Finished Cell Area: 1310 sq um

Global routing
  – First-pass GRT wire length: 3.14 mm
  – Largest net degree at the start of global routing: 20
  – Vias in the first global route: 607
  – Gr usage total: 4.49%
  – Initial antenna violation count: 0
  – Gr ovfl total: 0

Pwr
  – P_sw: 0.000173 W
  – Clk pwr share: 38.8%
  – Combinational Power Share: 15.8%
  – Max VDD drop: 0.310 mV
  – PD cells: 713 nW/um^2
  – Seq pwr share: 45.3%
  – Leakage power: 0.522 nW
  – Cell Int Power: 0.000758 W
  – Switching share of power: 18.6%

Route
  – Final routed DRC violation total: 0
  – DR vias/cell: 3.25
  – Routed length per instance: 12.4 um
  – Vias: 523
  – DRT Pass-1 Iters: 2
  – Wirelength, routed: 2.00 mm
  – Antenna diodes: 0
  – Antenna violation net count after detailed routing: 0
  – DRT iter0 DRCs: 10

Worst hold path
  – HP Class: reg -> reg

Placed design
  – Placed inst area: 1230 sq um
  – I/O Buffers: 41
  – GP Congestion: 0.732
  – DP Wirelength: 1.71 mm
  – Pre-CTS WS: 0.420 ns

Job
  – Max_cap viols: 0
  – Log Warnings: 25

Run status
  – Outcome: completed
[path summary, 6_finish.rpt]
path / startpoint / endpoint / slack (ns) / depth (start not counted)
min in group asynchronous: reset_n / axi_wa_addr[1] / 0.57 / 2
setup / recovery: axi_rd_ready / ra_valid / 0.57 / 1
max in group asynchronous: reset_n / axi_wd_data[1] / 1.42 / 2
setup reg to reg: axi_rd_ready / axi_ra_addr[1] / 1.08 / 2
hold reg to reg: axi_wd_valid / axi_wd_valid / 0.48 / 1
hold / removal: axi_wd_valid / axi_wd_valid / 0.48 / 1
[registers in the layout, indices dropped and copies added, names as in the netlist]
name / count
axi_b_error: 1
axi_b_ready: 1
axi_ra_addr: 3
axi_rd_data: 4
axi_rd_ready: 1
axi_rd_response: 1
axi_wa_addr: 3
axi_wa_valid: 1
axi_wd_data: 4
axi_wd_valid: 1
[cell families (layout without fill, tap and decap cells)]
family                 Yosys count  count (layout)  synth area share (%)
buffers and inverters            5              48                  4.00
multiplexers                    15              15                  22.3
flip-flops                      20              20                  66.7
AND-OR/OR-AND                    3               3                  4.00
AND/OR/NAND/NOR                  4               4                  2.50
other                            1               1                 0.500
[layout by cell type, fill, tap and decap left out, drive strengths merged]
master | synthesis | layout
buf | 3 | 1
o21ai | 1 | 1
a21oi | 2 | 2
bufinv | 0 | 1
inv | 2 | 2
mux2i | 1 | 1
nand2 | 2 | 2
dfxtp | 1 | 1
clkdlybuf4s50 | 0 | 41
clkbuf | 0 | 3
conb | 1 | 1
edfxtp | 1 | 1
mux2 | 14 | 14
and3 | 1 | 1
nand3 | 1 | 1
dfrtp | 18 | 18
[routing by layer]
metal	share of wire [%]	wire length, um	track usage, %	vias up
li1	-	-	-	244
met3	11	228	2.34	0
met2	45	899	6.48	24
met1	44	870	6.05	255
met4	0	0	0.514	0
met5	0	0	0	-
[per-stage QoR]
stage,hold slack [ns],total power [W],utilization [%],std cells
after detailed placement,0.484,0.000581,24.0,157
after CTS,0.499,0.000950,25.4,161
after global routing,0.509,0.000976,25.4,161
final,0.485,0.000930,25.4,161
after floorplan,0.144,0.000456,-,48
after global placement,0.475,0.000577,24.0,157
[final cells by class]
cell class | count | area, sq um
Inverter | 2 | 7.51
Multi-Input combinational cell | 23 | 220
Sequential cell | 20 | 500
Clock buffer | 3 | 41.3
Clock inverter | 1 | 30.0
Tap cell | 70 | 87.6
Fill cell | 556 | 3830
Timing Repair Buffer | 42 | 418
[power by group through the flow]
stage,clock (W),sequential (W),combinational [W]
6_report,0.000361,0.000422,0.000147
5_1_grt,0.000389,0.000427,0.000160
4_1_cts,0.000375,0.000422,0.000152
Power figures rest on the tool's default switching activity, not on a simulated workload.
